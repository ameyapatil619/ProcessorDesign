`run.sh`:
```
#!/bin/bash
# OpenROAD 26Q1-2900-gdf79404cd8, Yosys 0.63+post, stock flow scripts
make -C /OpenROAD-flow-scripts/flow DESIGN_CONFIG=/design/flow/config.mk WORK_HOME=/design/flow/orfs finish
```
`constraint.sdc`:
```
current_design exmem

set clk_period 1.0
set clk_io_pct 0.2

create_clock -name clk0 -period $clk_period [get_ports {clk}]

set non_clock_inputs [all_inputs -no_clocks]
set_input_delay [expr $clk_period * $clk_io_pct] -clock clk0 $non_clock_inputs
set_output_delay [expr $clk_period * $clk_io_pct] -clock clk0 [all_outputs]
```
`design.v`:
```
module exmem (clk, WB_in, MEM_in, ALUResult, dest_addr, WB, MEM, opB_write, wdata, ALUVal, d_addr);
input clk;
input [1:0] WB_in;
input [1:0] MEM_in;
input [31:0] ALUResult, opB_write;
input [4:0] dest_addr;
output [1:0] WB;
output [1:0] MEM;
output [31:0] wdata;
output [31:0] ALUVal;
output [4:0] d_addr;
reg [1:0] WB ;
reg [1:0] MEM ;
reg [31:0] wdata ;
reg [31:0] ALUVal ;
reg [4:0] d_addr ;
initial begin
 WB =0 ;
 MEM = 0;
 wdata = 0;
 ALUVal = 0;
 d_addr = 0;
end
always@(posedge clk)
begin
WB <= WB_in;
MEM <= MEM_in;
wdata <= opB_write;
ALUVal <= ALUResult;
d_addr <= dest_addr;
end
endmodule
```
`config.mk`:
```
export PLATFORM = sky130hd
export DESIGN_NAME = exmem
export DESIGN_NICKNAME = exmem
export VERILOG_FILES = /design/flow/design.v
export SDC_FILE = /design/flow/constraint.sdc
export NUM_CORES = 4
export LEC_CHECK = 1
export CORE_AREA = 10 10 104 104
export DIE_AREA = 0 0 114 114
```
==> job_summary.md <==
### Metrics collected by this job

| Metric | Value |
|---|---|
| CP peak stage delay | `~0.32 ns` |
| Fill count | `894` |
| Distinct lib cells | `1` |
| Relative slew slack | `between 90% and 100%` |
| Antenna violations before repair | `0` |
| CTS root buffer | `clkbuf_8` |
| Max stage delay cell, worst path | `dfxtp_2` |
| Post-Syn Area | `~0.0015 mm2` |
| Synthesized instance count | `between 70 and 80` |
| Rows | `34` |
| Clock Path Buffers | `2` |
| Final instance area | `0.002897 mm2` |
| Layout cells sized above 1 | `~40%` |
| Die X | `114 um` |
| P_leak | `1.282 nW` |
| Area delta synth->final | `98.20%` |
| Area figure in the yosys stat output | `0.001461 mm2` |
| CTS tree | `built` |
| Status | `finished, final reports clean` |
| # clock sinks | `73` |
| Post-layout util | `about a third` |
| Critical Path Source Type | `flip-flop` |
| WL/cell | `13.78 um` |
| Sequential cell area | `approximately 0.0015 mm2` |
| Critical path's top delay family | `flip-flops` |
| Hold path depth | `1` |
| CP startpoint | `ALUVal[7]` |
| Sequential fraction of the synthesis area | `100.0%` |
| Critical path type | `flip-flop to primary output` |
| Antenna diode count | `0` |
| H-Tree Level Count | `3` |
| Final Hold Fails | `0` |
| Worst Max-Slew Pin Slew | `around 0.11 ns` |
| Most frequent cells in the layout | `73 x clkdlybuf4s50_1, 73 x buf_2, 66 x dfxtp_1` |
| YS warnings | `1` |
| Fmax | `1.034 GHz` |
| Total Routed Length | `4.725 mm` |
| Hold Path Class | `input pin to flip-flop` |
| Max Cap Viol | `0` |
| GRT Util Overall | `under 10%` |
| I/O Buffers | `about 150` |
| Dpl ws | `-0.008539 ns` |
| Average cell area after synthesis | `roughly 20 um2` |
| Cycle use final | `between 90 and 100%` |
| Critical Path RT | `around 0.8 ns` |
| Slew Viols, Final | `0` |
| Worst Hold Slack | `about 0.29 ns` |
| CP Data Arrival Time | `slightly below 0.8 ns` |
| First-pass GRT wire length | `approximately 7 mm` |
| Endpoint, Worst Hold | `ALUVal[7]` |
| # Cells Yosys | `between 70 and 80` |
| Crit end category | `primary output` |
| GR Overflow Total | `0` |
| Setup Viol. Count Final | `0` |
| Worst-case vdd ir drop | `0.7015 mV` |
| Antenna viol nets, final | `0` |
| Crit path time final | `0.9674 ns` |
| RSZ-0062 raised after global routing | `yes` |
| Area of the core | `between 0.008 and 0.009 mm2` |
| FP Util | `between 15 and 20%` |
| CTS clk-pin slew, worst paths | `approximately 0.080 ns` |
| Critical Path Fanout Max | `1` |
| DRT Pass-1 Iters | `2` |
| Setup bufs post-CTS | `0` |
| Vias per cell | `between 3 and 4` |
| Vias in the first global route | `between 1,000 and 1,500` |
| Registers, synthesis | `around 73` |
| CP cell instances | `buf_2` |
| Combinational gate area | `0 um2` |
| Io pins | `around 150` |
| Tool warnings | `27` |
| Final GP Congestion | `about 0.64` |
| Drt initial violations | `17` |
| Routed via count | `roughly 1,100` |
| TritonCTS buffer count | `9` |
| Pwr Density | `about 2000 mW/mm2` |
| Placed Area | `between 0.003 and 0.004 mm2` |
| HP Start | `ALUResult[7]` |
| Die height | `114 um` |
| Die Area | `roughly 0.013 mm2` |
| Worst Slack Setup Final | `around 0.033 ns` |
| DRC Markers | `0` |
| Crit path buffers/inverters | `1` |
| Comb gates | `0` |
| Largest net degree at the start of global routing | `14` |
## state kept, by name (all words and copies together), names as in the netlist
| register | cells |
|---|---|
| ALUVal | 32 |
| WB | 2 |
| wdata | 32 |
| MEM | 2 |
| d_addr | 5 |
## cells by family (layout without fill, tap and decap cells)
| family | Yosys count | in the layout | synth area share [%] |
|---|---|---|---|
| buf+inv | 0 | 162 | 0 |
| flops | 73 | 73 | 100.0 |
## layer usage
metal | part of all wire (%) | up-vias | track usage [%]
met5 | 0 | - | 0
met2 | 45 | 87 | 10.14
met1 | 34 | 471 | 7.366
met3 | 19 | 9 | 6.539
met4 | 2.3 | 0 | 1.170
li1 | - | 536 | -
## power breakdown
group          total [W]  switching (W)  internal, W
Sequential       0.00309      0.0000282      0.00306
Clock            0.00225        0.00109      0.00116
Combinational   0.000401      0.0000621     0.000339
## per-stage QoR
step           setup TNS [ns]  total power (W)  cells
6_report                    0         0.005738    343
5_1_grt               -0.2099         0.006056    343
4_1_cts              -0.01186         0.005901    343
3_5_place_dp        -0.008539         0.003728    327
3_3_place_gp        -0.008672         0.003723    327
2_1_floorplan               0         0.003124     73
## synthesized netlist by cell type
cell type / number / share of area [%]
dfxtp_1: 73 / 100
## how the worst max path moves through the flow
stage,depth (start not counted),endpoint
finish,1,ALUVal[7]
global route,1,wdata[15]
CTS,1,wdata[15]
## repair_timing
action / CTS / global route
endpoints found under the setup margin: 73 / 25
hold buffers: 0 / 0
gates resized: 229 / 3
## layout make-up
cell class	count	area share [%]
clock buffers	10	4.406
clock inverters	6	2.333
flip-flops and latches	73	50.76
well taps	108	4.665
repair buffers	146	37.84
Power figures rest on the tool's default switching activity, not on a simulated workload.
