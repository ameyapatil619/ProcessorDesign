<file path="design.v">
module idex (opA_ex, opB_ex, jmp, branch, wb_mux, regwrite, dmem_read, dmem_write, ALUSrc, regdest, addi, ori, opA, opB, rd_addr, rt_addr, fnct, imm, WB, MEM, EX, fnct_ex, imm_ex, rd_addr_ex, rt_addr_ex, clk);
input wb_mux, regwrite;  
input dmem_read, dmem_write;  
input ALUSrc, regdest, addi, ori;  
input [5:0] fnct;
input [31:0] imm;
input [4:0] rd_addr;
input [4:0] rt_addr;
input branch, jmp;
input clk;
input [31:0] opA;
input [31:0] opB;
output [1:0] WB;
output [1:0] MEM;
output [3:0] EX;
output [5:0] fnct_ex;
output [31:0] imm_ex;
output [4:0] rd_addr_ex;
output [4:0] rt_addr_ex;
output [31:0] opA_ex;
output [31:0] opB_ex;
reg [1:0] WB ;
reg [1:0] MEM ;
reg [3:0] EX ;
reg [5:0] fnct_ex ;
reg [31:0] imm_ex ;
reg [4:0] rd_addr_ex ;
reg [4:0] rt_addr_ex ;
reg [31:0] opA_ex;
reg [31:0] opB_ex;
initial begin
	WB <= 0;
	MEM <= 0;
	EX <= 0;
	fnct_ex <= 0;
	imm_ex <= 0;
	rd_addr_ex <= 0;
	rt_addr_ex <= 0;
	opA_ex <= 0;
	opB_ex <= 0;
	end
always@(posedge clk)
begin
if(branch || jmp)
 begin
	WB <= 0;
	MEM <= 0;
	EX <= 0;
	fnct_ex <= 0;
	imm_ex <= 0;
	rd_addr_ex <= 0;
	rt_addr_ex <= 0;
	opA_ex <= 0;
	opB_ex <= 0;
 end
else 
 begin
	WB <= {wb_mux, regwrite};
	MEM <= {dmem_read, dmem_write};
	EX <= {ALUSrc, regdest, addi, ori};
	fnct_ex <= fnct;
	imm_ex <= imm;
	rd_addr_ex <= rd_addr;
	rt_addr_ex <= rt_addr;
	opA_ex <= opA;
	opB_ex <= opB;
 end
end
endmodule
</file>
<file path="constraint.sdc">
current_design idex

set clk_period 1.0
set clk_io_pct 0.2

create_clock -name clk0 -period $clk_period [get_ports {clk}]

set non_clock_inputs [all_inputs -no_clocks]
set_input_delay [expr $clk_period * $clk_io_pct] -clock clk0 $non_clock_inputs
set_output_delay [expr $clk_period * $clk_io_pct] -clock clk0 [all_outputs]
</file>
<file path="run.sh">
#!/bin/bash
# OpenROAD 26Q1-2900-gdf79404cd8, Yosys 0.63+post, stock flow scripts
make -C /OpenROAD-flow-scripts/flow DESIGN_CONFIG=/design/flow/config.mk WORK_HOME=/design/flow/orfs finish
</file>
<file path="config.mk">
export PLATFORM = sky130hd
export DESIGN_NAME = idex
export DESIGN_NICKNAME = idex
export VERILOG_FILES = /design/flow/design.v
export SDC_FILE = /design/flow/constraint.sdc
export NUM_CORES = 4
export LEC_CHECK = 1
export CORE_AREA = 10 10 151 151
export DIE_AREA = 0 0 161 161
</file>
==> Slide: Implementation Results <==
Run Summary

Synth
  • Synth Warn #: 1
  • Post-synth top area cell: dfxtp_1
  • Top cell area share: 59.1%
  • XOR-XNOR Cells, Area Fraction: 0%
  • Yosys stat area: 0.00406 mm^2
  • Cell Type Count: 6
  • Sequential area share after synthesis: 59.1%
  • Mux share: 0%
  • Synth flops: between 100 and 150
  • Gate count after technology mapping: 266
  • Syn Std Cell Area: just over 0.004 mm^2
  • Yosys cell count: about 270
  • Aoi share: 0%
  • Average size of a mapped cell: around 15 um^2
  • Post-Synth Adder-Cell Area: 0%
  • Basic Gates by Area: roughly a third
  • Top comb family, area: simple AND/OR/NAND/NOR gates
  • Synth area leaders: dfxtp_1 59%, nor3b_2 31%, buf_6 5.8%

CTS
  • TritonCTS buffer count: 17
  • Post-CTS Resized: 411
  • Post-CTS setup buffers: 0
  • Clk pin slew, worst setup/hold paths: approximately 0.060 ns
  • CTS tree: yes
  • Hold-fix buffers at CTS: 0
  • Clock buffer depth: 2
  • Clk root buf: clkbuf_16
  • H-tree Lvls: 4
  • Clk sinks: 120

Flow run
  • Tool warnings: 27
  • Max-Cap Viols: 0

Die
  • Fp util: between 20% and 30%
  • Core Footprint: 0.0195 mm^2
  • I/O pins: around 240
  • Die width: 161 um
  • Cell Rows: ~51
  • Die H: 161 um
  • DIE AREA: approximately 0.026 mm^2

Worst setup path
  • Worst EP arrival: around 0.84 ns
  • Delay of the slowest critical-path stage: around 0.33 ns
  • CP top delay family: flip-flops
  • Crit path capture type: primary output
  • Crit-path cells: buf_6
  • CP Max Fanout: 1
  • Worst setup path class: reg2out
  • CP Buf/Inv Count: 1
  • CP startpoint kind: register
  • Required time worst endpoint: 0.80 ns
  • CP max stage cell: dfxtp_2

STA
  • Fin crit share: 104%
  • Relative slew slack: 78.2%
  • Hold slack: between 0.1 and 0.15 ns
  • Final Max Slew Viols: 0
  • Fin. Hold Viols: 0
  • Final worst slack: -0.0386 ns
  • Worst Max-Slew Pin Slew: roughly 0.33 ns
  • FMAX: just under 1000 MHz
  • RSZ-0062 raised after global routing: true
  • Final Critical Period: about 1.0 ns
  • Final setup fails: 56
  • Setup_tns: -0.531 ns

Layout
  • Final Core Density: a little over a third
  • Top Layout Cells: 120 x clkdlybuf4s50_1, 113 x buf_2, 100 x nor3b_2
  • Layout cells sized above 1: around 58%
  • Most used logic cell in the final layout: clkdlybuf4s50_1
  • Fin area: slightly below 0.007 mm^2
  • Layout overhead on the synthesized area: 69.7%
  • Final cell count without fillers: ~800

Route
  • Antenna Nets Post-Route: 0
  • TritonRoute pass-1 iters: 4
  • Drc violations: 0
  • Antenna cells: 0
  • DR iter-0 viols: roughly 67
  • Vias per cell: between 3 and 4
  • DR vias: between 2,000 and 3,000
  • Total Wirelength: ~13,000 um
  • Average routed wire per standard cell: between 15 and 20 um

Place
  • Inst Count DP: between 700 and 800
  • RePlAce Congestion: just under 0.8
  • DP Area: just under 0.007 mm^2
  • Pre-CTS WS: -0.111 ns
  • Dpl hpwl: 10,100 um
  • IO Port Bufs: 242

Hold path
  • Hold WC Path Type: in2reg
  • Hold path cells: 2
  • WHS Endpoint: EX[0]
  • Hold Startpoint: branch

Run status
  • Outcome: complete, but fails checks
  • Failing checks: setup timing

Power
  • Peak VDD IR: around 1000 uV
  • PwrDens: roughly 1800 mW/mm^2
  • Tot Pwr: between 10 and 15 mW
  • Pleak: roughly 2.9 nW

Global routing
  • Number of global-route vias before repair: around 3,200
  • Overflow after GRT: 0
  • Initial antenna violation count: 0
  • Global-route wire length before repair: 19,500 um
  • Largest net degree at the start of global routing: ~45
  • Total GRT Usage: 9.57%
[cell type report]
type	count	area, um^2
fillers	1974	12600
flip-flops and latches	120	2450
repair buffers	263	2100
clock buffers	18	439
clock inverters	14	174
multi-input cells	120	1400
well taps	265	332
[flip-flops by register name, indices dropped and copies added, names as in the netlist]
name and cells:
imm_ex 32, opA_ex 32, opB_ex 32, fnct_ex 6, rd_addr_ex 5, rt_addr_ex 5
EX 4, MEM 2, WB 2
[cells by family after synthesis]
| logic type | after synthesis |
|---|---|
| buffers and inverters | 26 |
| flip-flops | 120 |
| AND/OR/NAND/NOR | 120 |
[power by group]
| group | total (mW) | switching (mW) | internal, mW |
|---|---|---|---|
| combinational | 1.20 | 0.386 | 0.812 |
| clock | 6.22 | 2.22 | 4.00 |
| sequential | 5.03 | 0.0476 | 4.99 |
[how the worst max path moves through the flow]
stage	endpoint	from	cells after the start
final	imm_ex[11]	imm_ex[11]	1
after global routing	imm_ex[11]	imm_ex[11]	1
after CTS	imm_ex[11]	imm_ex[11]	1
[cells in the mapped netlist]
master,instances
clkbuf_1,4
buf_4,1
nor3b_2,100
buf_6,21
dfxtp_1,120
nor3b_1,20
[layer usage]
| metal | up-vias | share of wire [%] | global-route usage (%) |
|---|---|---|---|
| met5 | - | 0 | 0 |
| met3 | 7 | 13 | 5.50 |
| met2 | 181 | 42 | 14.1 |
| li1 | 1426 | - | - |
| met1 | 1382 | 44 | 12.4 |
| met4 | 0 | 1.1 | 1.24 |
Power is estimated from default activity; no workload was simulated.
