<file path="/design/flow/design.v">
module alu (cout, opA, opB, ALUResult, ALUcon);
input [31:0] opA;
input [31:0] opB;
input [3:0] ALUcon;
output reg [31:0] ALUResult;
output cout;
reg cout = 1'b0;
wire [31:0] opA;
wire [31:0] opB;
wire [3:0] ALUcon;
always@(*)
begin
case(ALUcon)
 4'b0000: {cout, ALUResult} <= opA+opB;
 4'b0001: ALUResult <= opA&opB;
 4'b0011: ALUResult <= opA*opB;
 4'b0100: ALUResult <= ~(opA|opB);
 4'b0101: ALUResult <= opA|opB;
 4'b0110: ALUResult <= (opA<opB)?1:0;
 4'b0111: {cout,ALUResult} <= opA-opB;
 4'b1000: ALUResult <= opB;
 default: ALUResult <= 0;
 endcase
 end
endmodule
</file>
<file path="/design/flow/run.sh">
#!/bin/bash
# OpenROAD 26Q1-2900-gdf79404cd8, Yosys 0.63+post, stock flow scripts
make -C /OpenROAD-flow-scripts/flow DESIGN_CONFIG=/design/flow/config.mk WORK_HOME=/design/flow/orfs finish
</file>
<file path="/design/flow/config.mk">
export PLATFORM = sky130hd
export DESIGN_NAME = alu
export DESIGN_NICKNAME = alu
export VERILOG_FILES = /design/flow/design.v
export SDC_FILE = /design/flow/constraint.sdc
export NUM_CORES = 4
export LEC_CHECK = 1
export CORE_UTILIZATION = 30
</file>
<file path="/design/flow/constraint.sdc">
current_design alu

set clk_period 18.2
set clk_io_pct 0.2

create_clock -name clk0 -period $clk_period

set non_clock_inputs [all_inputs -no_clocks]
set_input_delay [expr $clk_period * $clk_io_pct] -clock clk0 $non_clock_inputs
set_output_delay [expr $clk_period * $clk_io_pct] -clock clk0 [all_outputs]
</file>
==> summary.txt <==
Synthesis and PnR results.

- Setup repair after global routing left no endpoint under its margin.
- After detailed routing, the average wire length per cell comes to 24.3 um.
- The number of endpoints with negative hold slack in the final report reads 0.
- The slew at the pin closest to its max-slew limit is 0.989 ns.
- The initial core utilization reads 30.5%.
- The synthesized netlist has a Yosys-reported chip area of 20,200 um^2.
- After its last routability iteration, the placer logged a weighted congestion of 1.06.
- The mean instance size in the synthesized netlist reads 7.99 um^2.
- The total instance count after detailed placement reads 3,429.
- The count of instantiated cells in the yosys netlist is 2,528.
- The synthesis report lists the most area-consuming cells as fa_1 (41%), ha_1 (14%), inv_1 (8.7%).
- The flow ran to the end, and the final reports show no timing, DRC or antenna violations.
- The detail-routed via count per cell reads 5.29.
- The wire length of the first global-routing pass reads 126,000 um.
- Per the detailed-route log, wirelength across all metal layers totals 83,300 um.
- The post-CTS hold buffer count recorded in the log is 0.
- The number of flip-flops in the largest register was 1.
- Once the clock tree was built, the setup fixing pass inserted 0 buffers.
- The number of warning messages in the yosys log reads 1.
- The largest net degree at the start of global routing reads 35.
- The aggregate global-route resource usage is 26.4%.
- The tightest slew margin relative to the limit reads 33.7%.
- The chip height reads 262 um.
- The total die size reads 68,400 um^2.
- In this run the cell area of the synthesized design comes to 20,200 um^2.
- The total overflow left after global routing is 0.
- The routed layout has 18,200 vias.
- The critical path's top delay family is adder cells.
- After synthesis, the share of flip-flops with an asynchronous set or reset is 0%.
- The most frequently used library cell after synthesis is inv_1.
- After clock tree synthesis, the repair step resized 0 gates.
- By count the netlist is led by inv_1 (467), fa_1 (410), nor2_1 (392).
- The number of maximum-capacitance constraint violations reads 0.
- The critical setup path kind is primary input to output port.
- The growth of design area from synthesis to finish reads 10.2%.
- The remaining number of nets flagged by the antenna check after routing is 0.
- The proportion of netlist area held by the largest area contributor reads 40.6%.
- The HPWL reported at the end of detailed placement is 67,300 um.
- The number of unconstrained endpoints is 2.
- The data required time of the worst path reads 14.56 ns.
- The dominant cell type by area after synthesis is fa_1.
- Per the final layout report, the fraction of cells sized above drive strength 1 comes to 3.82%.
- The critical path data arrival time reads 12.97 ns.
- After filler insertion, the fill cell instance count of the layout stands at 6,981.
- The timing report shows the most common cell along the critical path to be fa_1.
- The final critical-path required period reads 16.61 ns.
- STA classifies the critical path endpoint as an output port.
- The most used flip-flop cell is dlxtn_1.
- The share of the clock period used by the worst path is 91.2%.
- The maximum clock frequency is 0.0602 GHz.
- Port buffering added 101 buffers.
- Summed over all failing endpoints, the final setup total negative slack is 0 ns.
- The final routed DRC violation total reads 0.
- The last timing report of the flow puts the setup violation total at 0.
- The initial antenna violation count is 2.
- The tool warning count is 96.
- The number of top-level pins is 101.
- The violation count after the first detailed-route iteration reads 1,422.
- The buffering stage count on the worst path with inverters included is 10.
- The final max-slew violation count recorded for this run is 0.
- The library cell contributing the largest single delay on the critical path is clkdlybuf4s50_1.
- The delay of the slowest cell on the worst path reads 0.93 ns.
- The type of the most critical hold path is primary input to output port.
- The via count of the first global-routing pass is 19,200.
- Counting every instance in the synthesized netlist gives 2,528.
- STA classifies the critical path startpoint as a primary input.
- In this run the standard cell core region covers 66,200 um^2.
- The number of placement rows reads 94.
- The biggest fanout along the worst timing path reads 12.
- The count of distinct cell types in the synthesized netlist is 83.
- The synthesized flop and latch total reads 1.
- The cell area after layout is 22,300 um^2.
- The width of the die reads 262 um.
- The number of register pins that no clock reaches is 1.
- The first-pass detailed-route iteration total reads 7.
- The count of library flops with an enable pin is 0.
- After the flow finishes, the layout carries non-filler instances totaling 3,432.
- The post-placement cell area is 22,200 um^2.
## worst paths after layout
path	slack, ns	endpoint	from	cells after the start
worst min-delay path	8.58	ALUResult[0]	ALUcon[3]	5
worst max-delay path	1.59	ALUResult[31]	opA[6]	29
## cells by family (layout without fill, tap and decap cells)
logic type,Yosys count,count (layout),share of synthesized area [%]
xor+xnor,80,80,3.54
simple gates,797,797,16.3
latches,1,1,0.0743
buf+inv,606,643,11.4
other cells,0,3,0
mux,12,12,0.601
compound gates,403,403,13.9
fa+ha+maj,629,629,54.2
## layout make-up
type	instances	area, um^2	share of cell area (%)
multi-input combinational	1921	17900	80.4
antenna	3	7.51	0.0337
tap	864	1080	4.86
inverter	485	1820	8.18
timing repair buffer	158	1440	6.47
sequential	1	15.0	0.0675
## cell usage in the layout (no fill, tap or decap), types with 6 or more instances in the layout
master / n
inv_1: 467
fa_1: 410
nor2_1: 392
nand2_1: 285
ha_1: 219
clkdlybuf4s50_1: 101
a21oi_1: 90
o21ai_0: 77
xnor2_1: 64
buf_4: 57
a221oi_1: 38
a21o_1: 22
o211ai_1: 21
nor3_1: 19
nand3_1: 18
o221ai_1: 15
xor2_1: 15
o22ai_1: 14
o21bai_1: 14
a221o_1: 14
clkinv_1: 13
nor2b_1: 13
nand2b_1: 12
o21a_1: 11
a211oi_1: 11
mux2i_1: 11
or3_1: 10
or2_2: 9
a31oi_1: 9
o31ai_1: 8
o31a_1: 6
and2_1: 6
nand4_1: 6
and3_1: 6
## layer usage
metal  share of wire, %  up-vias  GRT usage, %
met5                  0        -         0.625
met1                 39     8793          35.3
met3                 14      192          13.0
met2                 42     1124          37.2
li1                   -     8057             -
met4                4.6        0          9.69
## stage by stage
stage	util (%)	setup WS (ns)	hold WS (ns)
after global routing	33.6	1.35	8.65
after global placement	33.6	1.89	8.58
final	33.6	1.59	8.58
after CTS	33.6	1.74	8.60
after floorplan	-	4.17	7.36
after detailed placement	33.6	1.74	8.59
